==> design/flow/design.v <==
`timescale 1 ns / 1 ps
`default_nettype none
module wja_bus_lite
    (
     input  wire        plclk,
     output wire        oclk,   
     output wire [15:0] baddr,
     output wire [15:0] bwrdata,
     input  wire [15:0] brddata,
     output wire        bwr,
     output wire        bstrobe,
     output wire        do_a7_write,
     output wire        do_a7_read,
     input  wire        s00_axi_aclk,
     input  wire        s00_axi_aresetn,
     input  wire  [7:0] s00_axi_awaddr,   
     input  wire  [2:0] s00_axi_awprot,
     input  wire        s00_axi_awvalid,
     output wire        s00_axi_awready,
     input  wire [31:0] s00_axi_wdata,
     input  wire  [3:0] s00_axi_wstrb,
     input  wire        s00_axi_wvalid,
     output wire        s00_axi_wready,
     output wire  [1:0] s00_axi_bresp,
     output wire        s00_axi_bvalid,
     input  wire        s00_axi_bready,
     input  wire  [7:0] s00_axi_araddr,   
     input  wire  [2:0] s00_axi_arprot,
     input  wire        s00_axi_arvalid,
     output wire        s00_axi_arready,
     output wire [31:0] s00_axi_rdata,
     output wire  [1:0] s00_axi_rresp,
     output wire        s00_axi_rvalid,
     input  wire        s00_axi_rready
     );
    wire clk = s00_axi_aclk;
    assign oclk = clk;
    reg  [7:0] axi_awaddr;   
    reg        axi_awready;
    reg        axi_wready;
    reg  [1:0] axi_bresp;
    reg        axi_bvalid;
    reg  [7:0] axi_araddr;   
    reg        axi_arready;
    reg [31:0] axi_rdata;
    reg  [1:0] axi_rresp;
    reg        axi_rvalid;
    reg [31:0] slv_reg [0:63];
    wire       slv_reg_wren;
    reg [31:0] reg_data_out;
    assign s00_axi_awready = axi_awready;
    assign s00_axi_wready  = axi_wready;
    assign s00_axi_bresp   = axi_bresp;
    assign s00_axi_bvalid  = axi_bvalid;
    assign s00_axi_arready = axi_arready;
    assign s00_axi_rdata   = axi_rdata;
    assign s00_axi_rresp   = axi_rresp;
    assign s00_axi_rvalid  = axi_rvalid;
    integer    b = 0;   
    reg [15:0] last_rdaddr=0, last_rddata=0;
    always @(posedge clk) begin
        if (!s00_axi_aresetn) begin
            axi_awready <= 0;
        end else begin
            if (!axi_awready && s00_axi_awvalid && s00_axi_wvalid) begin
                axi_awready <= 1;
            end else begin
                axi_awready <= 0;
            end
        end
    end
    always @(posedge clk) begin
        if (!s00_axi_aresetn) begin
            axi_awaddr <= 0;
        end else begin
            if (~axi_awready && s00_axi_awvalid && s00_axi_wvalid) begin
                axi_awaddr <= s00_axi_awaddr;
            end
        end
    end
    always @(posedge clk) begin
        if (!s00_axi_aresetn) begin
            axi_wready <= 0;
        end else begin
            if (!axi_wready && s00_axi_wvalid && s00_axi_awvalid) begin
                axi_wready <= 1;
            end else begin
                axi_wready <= 0;
            end
        end
    end
    assign slv_reg_wren =
      axi_wready && s00_axi_wvalid && axi_awready && s00_axi_awvalid;
    always @(posedge clk) begin
        if (!s00_axi_aresetn) begin
            for (b=0; b<64; b=b+1) slv_reg[b] <= 0;
        end else begin
            if (slv_reg_wren) begin
                slv_reg[axi_awaddr[7:2]] <= s00_axi_wdata;
            end
        end
    end
    always @(posedge clk) begin
        if (!s00_axi_aresetn) begin
            axi_bvalid  <= 0;
            axi_bresp   <= 0;
        end else begin
            if (axi_awready && s00_axi_awvalid &&
                !axi_bvalid && axi_wready && s00_axi_wvalid) begin
                axi_bvalid <= 1;
                axi_bresp  <= 0;  
            end else begin
                if (s00_axi_bready && axi_bvalid) begin
                    axi_bvalid <= 0;
                end
            end
        end
    end
    always @(posedge clk) begin
        if (!s00_axi_aresetn) begin
            axi_arready <= 0;
            axi_araddr  <= 0;
        end else begin
            if (~axi_arready && s00_axi_arvalid) begin
                axi_arready <= 1;
                axi_araddr  <= s00_axi_araddr;
            end else begin
                axi_arready <= 0;
            end
        end
    end
    always @(posedge clk) begin
        if (!s00_axi_aresetn) begin
            axi_rvalid <= 0;
            axi_rresp  <= 0;
        end else begin
            if (axi_arready && s00_axi_arvalid && ~axi_rvalid) begin
                axi_rvalid <= 1;
                axi_rresp  <= 0;  
            end else if (axi_rvalid && s00_axi_rready) begin
                axi_rvalid <= 0;
            end
        end
    end
    reg [31:0] plticks = 0;
    always @ (posedge plclk) begin
        plticks <= plticks + 1;
    end
    reg [31:0] ticks = 0;
    reg [31:0] plticks_ff0 = 0, plticks_ff = 0;
    always @ (posedge clk) begin
        ticks <= ticks + 1;
        plticks_ff0 <= plticks;
        plticks_ff  <= plticks_ff0;
    end
    wire [31:0] syncdebug;
    always @(*) begin
        case (axi_araddr[7:2])   
            'h07    : reg_data_out <= syncdebug;
            'h08    : reg_data_out <= 0;   
            'h09    : reg_data_out <= {last_rdaddr,last_rddata};
            'h0a    : reg_data_out <= 0;   
            'h0b    : reg_data_out <= 0;   
            'h13    : reg_data_out <= 32'hdeadbeef;
            'h14    : reg_data_out <= 32'h12345678;
            'h15    : reg_data_out <= 32'h87654321;
            'h16    : reg_data_out <= 32'h02081426;
            'h17    : reg_data_out <= ticks;
            'h18    : reg_data_out <= plticks_ff;
            default : reg_data_out <= slv_reg[axi_araddr[7:2]];
        endcase
    end
    wire slv_reg_rden = axi_arready && s00_axi_arvalid && !axi_rvalid;
    always @(posedge clk) begin
        if (!s00_axi_aresetn) begin
            axi_rdata <= 0;
        end else begin
            if (slv_reg_rden) begin
                axi_rdata <= reg_data_out;   
            end
        end
    end
    reg [31:0] latch_89_wdata=0;
    always @ (posedge clk) begin
        if (slv_reg_wren &&
            (axi_awaddr[7:2]=='h08 || axi_awaddr[7:2]=='h09 ||
             axi_awaddr[7:2]=='h0a || axi_awaddr[7:2]=='h0b)) 
        begin
            latch_89_wdata <= s00_axi_wdata;
        end
    end
    wire w08_plclk_sync;   
    wjabl_pulse_synchronizer ps08
      (.clka(clk), .ain(slv_reg_wren && axi_awaddr[7:2]=='h08),
       .clkb(plclk), .bout(w08_plclk_sync), .dbg(syncdebug[15:0]));
    wire w09_plclk_sync;
    wjabl_pulse_synchronizer ps09
      (.clka(clk), .ain(slv_reg_wren && axi_awaddr[7:2]=='h09),
       .clkb(plclk), .bout(w09_plclk_sync), .dbg(syncdebug[31:16]));
    wire w0a_plclk_sync;
    wjabl_pulse_synchronizer ps0a
      (.clka(clk), .ain(slv_reg_wren && axi_awaddr[7:2]=='h0a),
       .clkb(plclk), .bout(w0a_plclk_sync));
    wire w0b_plclk_sync;
    wjabl_pulse_synchronizer ps0b
      (.clka(clk), .ain(slv_reg_wren && axi_awaddr[7:2]=='h0b),
       .clkb(plclk), .bout(w0b_plclk_sync));
    localparam IDLE=0, WRITE=1, READ=2, READ1=3;
    reg [1:0] fsm=0;
    reg [15:0] baddr_ff=0, bwrdata_ff=0;
    reg bwr_ff=0, bstrobe_ff=0, do_a7_write_ff=0, do_a7_read_ff=0;
    always @(posedge plclk) begin
        case (fsm)
            IDLE: 
              begin
                  if (w08_plclk_sync) begin
                      baddr_ff <= latch_89_wdata[31:16];
                      bwrdata_ff <= latch_89_wdata[15:0];
                      bwr_ff <= 1;
                      bstrobe_ff <= 1;
                      do_a7_write_ff <= 0;
                      do_a7_read_ff <= 0;
                      fsm <= WRITE;
                  end else if (w09_plclk_sync) begin
                      baddr_ff <= latch_89_wdata[31:16];
                      bwrdata_ff <= 0;
                      bwr_ff <= 0;
                      bstrobe_ff <= 0;
                      do_a7_write_ff <= 0;
                      do_a7_read_ff <= 0;
                      fsm <= READ;
                  end else if (w0a_plclk_sync) begin
                      baddr_ff <= latch_89_wdata[31:16];
                      bwrdata_ff <= latch_89_wdata[15:0];
                      bwr_ff <= 0;
                      bstrobe_ff <= 0;
                      do_a7_write_ff <= 1;
                      do_a7_read_ff <= 0;
                      fsm <= WRITE;
                  end else if (w0b_plclk_sync) begin
                      baddr_ff <= latch_89_wdata[31:16];
                      bwrdata_ff <= 0;
                      bwr_ff <= 0;
                      bstrobe_ff <= 0;
                      do_a7_write_ff <= 0;
                      do_a7_read_ff <= 1;
                      fsm <= WRITE;
                  end else begin
                      baddr_ff <= 0;
                      bwrdata_ff <= 0;
                      bwr_ff <= 0;
                      bstrobe_ff <= 0;
                      do_a7_write_ff <= 0;
                      do_a7_read_ff <= 0;
                      fsm <= IDLE;
                  end
              end
            WRITE:
              begin
                  baddr_ff <= 0;
                  bwrdata_ff <= 0;
                  bwr_ff <= 0;
                  bstrobe_ff <= 0;
                  do_a7_write_ff <= 0;
                  do_a7_read_ff <= 0;
                  fsm <= IDLE;
              end
            READ:
              begin
                  bstrobe_ff <= 1;
                  do_a7_write_ff <= 0;
                  do_a7_read_ff <= 0;
                  fsm <= READ1;
              end
            READ1:
              begin
                  bstrobe_ff <= 0;
                  baddr_ff <= 0;
                  do_a7_write_ff <= 0;
                  do_a7_read_ff <= 0;
                  last_rdaddr <= baddr;
                  last_rddata <= brddata;
                  fsm <= IDLE;
              end
        endcase
    end
    assign baddr = baddr_ff;
    assign bwrdata = bwrdata_ff;
    assign bwr = bwr_ff;
    assign bstrobe = bstrobe_ff;
    assign do_a7_write = do_a7_write_ff;
    assign do_a7_read = do_a7_read_ff;
endmodule
module wjabl_pulse_synchronizer
  (input  wire        clka,
   input  wire        ain,
   input  wire        clkb,
   output wire        bout,
   output wire [15:0] dbg
   );
    localparam IDLE=1, HIGH=2, DONE=4;
    reg       ain_ff=0;        
    reg [2:0] afsm=0;          
    reg [2:0] afsm_sync0b=0;   
    reg [2:0] afsm_sync1b=0;   
    reg [2:0] afsm_syncb=0;    
    reg [7:0] acount=0;
    reg [1:0] bfsm=0;          
    reg [1:0] bfsm_sync0a=0;   
    reg [1:0] bfsm_sync1a=0;   
    reg [1:0] bfsm_synca=0;    
    reg [7:0] bcount=0;
    wire atimeout;             
    assign dbg = {acount, bcount};
    always @ (posedge clka) begin
        ain_ff <= ain;
        bfsm_sync0a <= bfsm;
        bfsm_sync1a <= bfsm_sync0a;
        bfsm_synca  <= bfsm_sync1a;
    end
    always @ (posedge clka) begin
        case (afsm)
            IDLE: 
              begin
                  if (ain_ff) begin
                      afsm <= HIGH;
                      acount <= acount + 1;
                  end
              end
            HIGH:
              begin
                  if (bfsm_synca==HIGH) begin
                      afsm <= DONE;
                  end else if (atimeout) begin
                      afsm <= IDLE;
                  end
              end
            DONE:
              begin
                  if (bfsm_synca==IDLE && !ain) begin
                      afsm <= IDLE;
                  end else if (atimeout) begin
                      afsm <= IDLE;
                  end
              end
            default:
              begin
                  afsm <= IDLE;
              end
        endcase
    end
    reg [7:0] atimer=0;
    always @ (posedge clka) begin
        if (afsm==IDLE) begin
            atimer <= 0;
        end else if (~atimer) begin
            atimer <= atimer + 1;
        end
    end
    assign atimeout = !(~atimer);   
    reg bpulse=0;   
    assign bout = bpulse;
    always @ (posedge clkb) begin
        afsm_sync0b <= afsm;
        afsm_sync1b <= afsm_sync0b;
        afsm_syncb  <= afsm_sync1b;
    end
    always @ (posedge clkb) begin
        case (bfsm)
            IDLE: 
              begin
                  bpulse <= 0;
                  if (afsm_syncb==HIGH) begin
                      bfsm <= HIGH;
                  end
              end
            HIGH:
              begin
                  if (afsm_syncb==DONE || afsm_syncb==IDLE) begin
                      bfsm <= IDLE;
                      bpulse <= 1;
                  end else begin
                      bpulse <= 0;
                  end
              end
            default:
              begin
                  bpulse <= 0;
                  bfsm <= IDLE;
              end
        endcase
    end
    always @ (posedge clkb) begin
        if (bpulse) bcount <= bcount + 1;
    end
endmodule
`default_nettype wire
==> design/flow/run.sh <==
#!/bin/bash
# OpenROAD 26Q1-2900-gdf79404cd8, Yosys 0.63+post, stock flow scripts
make -C /OpenROAD-flow-scripts/flow DESIGN_CONFIG=/design/flow/config.mk WORK_HOME=/design/flow/orfs finish
==> design/flow/config.mk <==
export PLATFORM = sky130hd
export DESIGN_NAME = wja_bus_lite
export DESIGN_NICKNAME = wja_bus_lite
export VERILOG_FILES = /design/flow/design.v
export SDC_FILE = /design/flow/constraint.sdc
export NUM_CORES = 4
export LEC_CHECK = 1
export CORE_UTILIZATION = 50
==> design/flow/constraint.sdc <==
current_design wja_bus_lite

set clk_period 4.7
set clk_io_pct 0.2

create_clock -name clk0 -period $clk_period [get_ports {plclk}]
create_clock -name clk1 -period $clk_period [get_ports {s00_axi_aclk}]

set non_clock_inputs [all_inputs -no_clocks]
set_input_delay [expr $clk_period * $clk_io_pct] -clock clk0 $non_clock_inputs
set_output_delay [expr $clk_period * $clk_io_pct] -clock clk0 [all_outputs]
==> run summary <==
The run has ended; figures from its reports follow.

The die span in x is 467.7 µm. The total negative slack for setup checks is 0 ps. Routability-driven placement finished with a final weighted congestion of 0.9800.

The number of I/O port buffers is 140. Sorting the Yosys area breakdown by cell type puts at the top sky130_fd_sc_hd__edfxtp_1. Summing the sequential cell areas from Yosys gives 66.16% of the chip area. The starting DRC count in detailed routing is 3,566. The highest metal layer with signal wires is met5. For reference, the placement row count at floorplan is 170.

Wire segments on met2 add up to 142,900 µm in the final route. The critical path goes through buf_12 > mux4_2 > a22o_1 > a221oi_1 > o22ai_1 > o22ai_1 > a21oi_1. The cell family contributing the most delay on the critical path is AND-OR/OR-AND gates. The total wire length is 320,300 µm. The final clock skew is 34.91 ps. The area of the mapped netlist is 108,400 µm².

The largest individual stage delay along the critical path comes from the cell sky130_fd_sc_hd__dfxtp_4. The DRC violation count after routing is 0. The final core area utilization is 57.13%.

The buffering stage count on the worst path with inverters included is 1. The per-instance average area after synthesis came out at 15.12 µm². The run finished with clean final reports.

The estimated wirelength of the detail-placed design is 197,500 µm. The placed instance area came out at 114,200 µm². The worst IR drop on VDD is 320.2 µV. With fillers left out, the area of the finished cells amounts to 122,900 µm². The worst relative slew slack is 33.14%.

According to the timing report, the data required time at the worst endpoint equals 5530 ps. The number of synthesized register bits came out at 2,485. The clock tree from TritonCTS is yes. The actual slew at the worst max-slew pin came out at 995.3 ps. The count of pins over their slew limit came out at 0. The overall power after layout is 0.04854 W. The core area came out at 215,000 µm². The cell count in the Yosys report came out at 7,172.

Synthesis instantiated 78 different standard cells from the library. The routed metal-1 wirelength came out at 106,600 µm. The routed wire length on met3 is 56,480 µm. The overall die area is 218,700 µm². The number of inserted filler cells in the final layout is 15,990.

The number of hold-slack violations in the final timing report came out at 0. Among all flip-flop cells after synthesis, the most frequent one is sky130_fd_sc_hd__edfxtp_1. In the layout the commonest cells are sky130_fd_sc_hd__edfxtp_1, sky130_fd_sc_hd__and2_1, sky130_fd_sc_hd__mux4_2. The total overflow left after global routing is 0.

On the worst path, the slowest cell contributes a delay of 800 ps. The max-capacitance violation count is 0. The number of detailed-routing iterations run before antenna repair came out at 7. The number of global-route vias before repair is 63,430. The last timing report of the flow puts the setup violation total at 0. The count of warning messages emitted by the tools came out at 42.

The synthesis-to-finish area growth is 13.30%. The registers of the reported paths see a clock transition of 60 ps. The top cell type's share of synthesized area came out at 60.84%. The type of element capturing the critical path is a flip-flop. In this run the worst path has a maximum fanout of 28. The proportion of register bits with asynchronous set or reset after synthesis is 0%. The post-synth count of flops with an enable pin is 2,197. The yosys stat chip area is 108,400 µm². The register with the most flip-flops in the layout has 2,048 of them. The number of standard cells after synthesis came out at 7,172. The largest net degree at the start of global routing is 84. The worst setup path is of the reg -> reg kind. The mean routed wirelength per cell came out at 31.00 µm. The power per standard cell area is 395.1 nW/µm². The total leakage power is 44.01 nW.

Per STA, the library cell used most along the worst path is sky130_fd_sc_hd__o22ai_1. The library cell used most frequently in the layout, excluding fill and tap cells, is sky130_fd_sc_hd__edfxtp_1. The total area of multi-input combinational cells came out at 34,570 µm². The average via count per standard cell came out at 5.830. The wire length of the first global-routing pass came out at 458,800 µm. Across the whole layout, storage elements account for 71,750 µm².

The Yosys step of the flow raised 2 warnings. The share of final-layout standard cells stronger than drive strength 1 is 18.98%. The combined global-route utilization of all metal layers is 33.30%. The height of the die is 467.7 µm. The initial antenna violation count is 19.

The worst setup path is launched from a flip-flop. Per the detail_route report, the via count comes to 60,230. The number of gates given a new drive strength after cts came out at 0. The synthesis report lists the most area-consuming cells as sky130_fd_sc_hd__edfxtp_1, sky130_fd_sc_hd__and2_1, sky130_fd_sc_hd__mux4_2, sky130_fd_sc_hd__dfxtp_1, sky130_fd_sc_hd__clkbuf_1. The antenna violation net count after detailed routing is 0. The worst hold path class is in -> reg. The critical path arrival is 4770 ps. The I/O pin count came out at 160. The hold path startpoint is s00_axi_wdata[30]. The initial standard-cell utilization of the core came out at 50.42%.

Setup repair after global routing left no endpoint under its margin.
[cell usage after synthesis, types with 36 or more instances]
cell,count
sky130_fd_sc_hd__nor3_1,42
sky130_fd_sc_hd__a22oi_1,84
sky130_fd_sc_hd__edfxtp_1,2197
sky130_fd_sc_hd__a21oi_1,72
sky130_fd_sc_hd__nor4_1,36
sky130_fd_sc_hd__a211oi_1,36
sky130_fd_sc_hd__and3_1,102
sky130_fd_sc_hd__mux4_2,527
sky130_fd_sc_hd__xnor2_1,68
sky130_fd_sc_hd__buf_2,65
sky130_fd_sc_hd__nor2_1,149
sky130_fd_sc_hd__buf_1,48
sky130_fd_sc_hd__and2_1,2030
sky130_fd_sc_hd__o21ai_0,124
sky130_fd_sc_hd__xor2_1,36
sky130_fd_sc_hd__nor2b_1,62
sky130_fd_sc_hd__dfxtp_1,288
sky130_fd_sc_hd__nand3_1,81
sky130_fd_sc_hd__clkbuf_1,503
sky130_fd_sc_hd__buf_4,51
sky130_fd_sc_hd__nand2_1,131
sky130_fd_sc_hd__mux2i_1,92
[worst paths after layout]
check | cells after the start | endpoint | slack, ps
min in group clk0 | 0 | ps09.afsm_syncb[0]$_DFF_P_ | 320
max in group clk0 | 3 | oclk | 770
hold / removal | 1 | latch_89_wdata[30]$_DFFE_PP_ | 180
setup reg to reg | 7 | axi_rdata[3]$_SDFFE_PN0P_ | 760
setup / recovery | 7 | axi_rdata[3]$_SDFFE_PN0P_ | 760
hold reg to reg | 3 | axi_rdata[25]$_SDFFE_PN0P_ | 210
[metal layers]
layer  vias up  track usage, %
met4        26           10.55
li1      26610               -
met2      3238           45.49
met3       551           24.65
met1     29810           43.77
met5         -           2.262
[stage by stage]
stage / std cells / hold slack [ps] / worst slack (ps)
floorplan: 7175 / 309.6 / 90.83
global placement: 9802 / 309.7 / 766.6
detailed placement: 9802 / 312.1 / 742.2
CTS: 10320 / 119.3 / 758.1
global route: 10320 / 149.1 / 625.0
finish: 10330 / 184.7 / 763.5
[cells by family (layout without fill, tap and decap cells)]
kind of cell	count (synthesis)	in the layout	synth area share (%)
and+or+nand+nor	2748	2748	15.15
DFF	2485	2485	66.16
buffers and inverters	714	1021	2.804
muxes	635	635	11.96
AOI/OAI and AO/OA	475	475	2.963
xor gates and xnor gates	104	104	0.8400
adders and majority gates	10	10	0.1154
other	1	16	0.003458
[power by group]
group          switching [W]  leakage, nW  internal, W  total [W]
Sequential          0.000302         25.0       0.0247     0.0250
Clock                0.00859         4.03       0.0113     0.0199
Combinational        0.00229         15.0      0.00129    0.00358
Total                 0.0112         44.0       0.0374     0.0485
[cell type report]
cell class,count,area share [%]
antenna,12,0.02444
clock buffer,334,5.765
tap,2838,2.890
multi-input combinational,3976,28.14
sequential,2485,58.40
inverter,35,0.1110
timing repair buffer,507,3.744
clock inverter,145,0.9278
[timing repair]
item	4_1_cts	5_1_grt
hold endpoints to repair	40	0
buffers inserted	0	0
hold buffers	40	0
Power is estimated from default activity; no workload was simulated.
