`./design.v`:
```
`timescale 1ns / 1ps
`default_nettype none
module wja_axis
  (
   input  wire        m00_axis_aclk,
   input  wire        m00_axis_aresetn,
   output wire [31:0] m00_axis_tdata,
   output wire        m00_axis_tvalid,
   input  wire        m00_axis_tready,
   output wire        m00_axis_tlast
   );
    wire clk = m00_axis_aclk;   
    reg [2:0] rst_sync = 3'b111;   
    reg mrvalid = 0;   
    reg m00_tvalid = 0;   
    wire empty = 0;  
    wire store_output = m00_axis_tready || !m00_axis_tvalid;
    always @(posedge clk) begin
        if (!m00_axis_aresetn) begin
            rst_sync <= 3'b111;
        end else begin
            rst_sync <= {rst_sync,1'b0};
        end
    end
    wire rst = rst_sync[2];
    wire read = (store_output || !mrvalid) && !empty;
    reg [7:0] foobar = 0;   
    always @(posedge clk) begin
        if (rst) begin
            mrvalid <= 0;
        end else if (store_output || !mrvalid) begin
            mrvalid <= !empty;
        end
        if (read) begin
            foobar <= foobar + 1;
        end
    end
    always @(posedge clk) begin
        if (rst) begin
            m00_tvalid <= 0;
        end else if (store_output) begin
            m00_tvalid <= mrvalid;
        end
    end
    assign m00_axis_tvalid = m00_tvalid;
    assign m00_axis_tlast = !(~foobar[3:0]);
    assign m00_axis_tdata = {4{foobar}};
endmodule
`default_nettype wire
```
`./run.sh`:
```
#!/bin/bash
# OpenROAD 26Q1-2900-gdf79404cd8, Yosys 0.63+post, stock flow scripts
make -C /OpenROAD-flow-scripts/flow DESIGN_CONFIG=/design/flow/config.mk WORK_HOME=/design/flow/orfs finish
```
`./config.mk`:
```
export PLATFORM = sky130hd
export DESIGN_NAME = wja_axis
export DESIGN_NICKNAME = wja_axis
export VERILOG_FILES = /design/flow/design.v
export SDC_FILE = /design/flow/constraint.sdc
export NUM_CORES = 4
export LEC_CHECK = 1
export CORE_AREA = 10 10 79 79
export DIE_AREA = 0 0 89 89
```
`./constraint.sdc`:
```
current_design wja_axis

set clk_period 2.4
set clk_io_pct 0.2

create_clock -name clk0 -period $clk_period [get_ports {m00_axis_aclk}]

set non_clock_inputs [all_inputs -no_clocks]
set_input_delay [expr $clk_period * $clk_io_pct] -clock clk0 $non_clock_inputs
set_output_delay [expr $clk_period * $clk_io_pct] -clock clk0 [all_outputs]
```
==> results.txt <==
The flow run is done. Sum of buffers and inverters on the critical path landed at 1. Per the detail_route report, vias per standard cell equal 3.21. Timing-limited maximum frequency landed at 466 MHz. Per STA, the highest per-stage delay on the worst path measures 0.49 ns.

The buffer_ports step reported a buffer count of 36. Floorplan die width landed at 89 um. The area taken by sequential standard cells is reported as 340 um^2.

The CTS log lists the clock sinks for this run as 13. The most critical min-delay path falls under reg -> reg. Power per cell area landed at 1100 mW/mm^2. Max-slew violation count landed at 0. STA classifies the critical path endpoint as a primary output. Detailed-route wire length per cell landed at 10.9 um.

The run finished with clean final reports. TritonCTS built the clock tree. The worst setup path is launched from a flip-flop. The number of hold buffers added after CTS was 0.

The die covers 0.00792 mm^2. Data arrival time of the critical path landed at 1.66 ns. The first global-routing pass estimated 2.01 mm of wire. Maximum clock insertion buffer count landed at 2. Count of synthesis-stage warnings from yosys landed at 1. The stat command in Yosys gives a chip area of 677 um^2. Number of rows in the core area landed at 25. The run reported a max-capacitance violation count of 0.

Total count of hold-check failures in the final report landed at 0. According to the I/O placement log, the pin count is 37. Between clock sinks in the finished design, the worst skew comes to 0.00189 ns.

Number of DRC violations after detailed routing landed at 0. The signal on the critical path passes through ha_1 -> and3_2 -> clkdlybuf4s50_1. Counting flops and latches in the post-synthesis netlist gives 13.

Antenna repair during routing inserted a diode count of 0. Entering global routing, the biggest net connects 9 pins. Of the available clock period, the critical path in the final layout requires 89.4%.

Minimum clock period landed at 2.14 ns. Global-route track usage on met1 landed at 2.89%. Counting the fill cells in the layout gives 483. Transition time at the pin with the least slew margin landed at 0.340 ns.

The timing report attributes the biggest portion of critical-path delay to flip-flops. Standard cell area after detailed placement landed at 925 um^2. Fraction of met3 tracks used by global routing landed at 2.30%.

The main area contributors are sky130_fd_sc_hd__edfxtp_1 35%, sky130_fd_sc_hd__buf_4 27%, sky130_fd_sc_hd__dfxtp_1 15%. The number of global-route vias before repair came to 405. Summed over all instances, the cell type with the most area after synthesis is sky130_fd_sc_hd__edfxtp_1. Setup repair after global routing left no endpoint under its margin.

Area share of the largest cell type after synthesis landed at 35.5%. For reference, the clock transition at the flip-flops on the worst setup and hold paths is 0.05 ns. The final layout contains routed wiring with a total length of 1.43 mm. Total routing resource utilization after global routing landed at 3.29%. HPWL after detailed placement landed at 1.19 mm. Share of layout cells above drive strength 1 landed at 7.79%. OpenROAD emitted warnings numbering 25. The pre-antenna-repair detailed-routing pass consisted of 4 iterations.

The number of antenna violations at the first check in global routing was 0. Nets still carrying antenna violations after routing amount to 0. Number of buffers created by CTS landed at 3.

Gate count of the mapped netlist landed at 61. Adding up every negative setup slack in the final design gives 0 ns. Number of gates given a new drive strength after cts landed at 0.

Die height landed at 89 um. The analysis attributes to cell leakage a power of 0.370 nW. The global router reports that the layer with the highest usage is met2.

Met2 track demand over resource landed at 6.25%. In this run the mean area of a mapped cell was 11.1 um^2. Area added between synthesis and finish landed at 43.3%. Clock latency on the worst-skew pair, taken at its later pin, is 0.23 ns.

H-tree depth landed at 1. The finished cells cover 970 um^2. Via count of the routed design landed at 421.

The violation tally recorded at the end of detailed-routing iteration 0 is 45. Required time at the worst-slack endpoint landed at 1.92 ns. The analysis reports a worst IR drop on VDD of 353 uV. In this run the post-CTS setup repair buffer count came out at 0. Worst relative slew slack landed at 77.3%. Looking at the clock tree report, the root buffer type is sky130_fd_sc_hd__clkbuf_8. Post-synthesis cell type count landed at 16.

The core region is 0.00466 mm^2. The share of the core area taken by cells at floorplan is 14.5%. For this run, the register share of the synthesized area comes to 50.3%. In this run the cell area of the synthesized design comes to 677 um^2. At the end of routability-driven placement, the weighted congestion stood at 0.719. Count of final setup violators landed at 0. Combinational cell area excluding buffers and inverters landed at 145 um^2.

The number of cells reported by Yosys stat comes to 61. Per the GRT congestion report, total overflow comes to 0. Largest driver fanout on the critical path landed at 7.

The critical path's slowest stage uses the library cell sky130_fd_sc_hd__edfxtp_1. The critical path is of the reg -> out type.
==> state kept, by name (all words and copies together), names as in the netlist <==
name and cells:
foobar 8, rst_sync 3, m00_tvalid 1, mrvalid 1
==> metrics by stage <==
stage / instances / util [%] / hold slack [ns] / worst slack (ns) / power (W)
finish: 131 / 20.8 / 0.370 / 0.256 / 0.00107
global route: 131 / 20.8 / 0.386 / 0.160 / 0.00115
CTS: 131 / 20.8 / 0.374 / 0.221 / 0.00110
detailed placement: 127 / 19.8 / 0.362 / 0.481 / 0.000910
global placement: 127 / 19.8 / 0.356 / 0.508 / 0.000908
floorplan: 61 / - / 0.353 / 1.01 / 0.000643
==> synth_stat cells <==
cell type                  count
sky130_fd_sc_hd__buf_4        24
sky130_fd_sc_hd__nor2_1        3
sky130_fd_sc_hd__and3_2        1
sky130_fd_sc_hd__xor2_1        4
sky130_fd_sc_hd__and3_1        1
sky130_fd_sc_hd__nand3_1       1
sky130_fd_sc_hd__xnor2_1       2
sky130_fd_sc_hd__nor2b_1       1
sky130_fd_sc_hd__nand2_1       3
sky130_fd_sc_hd__ha_1          1
sky130_fd_sc_hd__nand2b_1      2
sky130_fd_sc_hd__nor3_2        1
sky130_fd_sc_hd__nand3_2       1
sky130_fd_sc_hd__edfxtp_1      8
sky130_fd_sc_hd__dfxtp_1       5
sky130_fd_sc_hd__inv_1         3
==> path summary, 6_finish.rpt <==
path | depth (start not counted) | slack [ns] | end | start
setup / recovery | 3 | 0.26 | m00_axis_tlast | foobar[0]
hold reg to reg | 1 | 0.37 | mrvalid | rst_sync[2]
hold / removal | 1 | 0.37 | mrvalid | rst_sync[2]
setup reg to reg | 3 | 1.00 | foobar[4] | foobar[0]
==> logic make-up (layout without fill, tap and decap cells) <==
logic type / Yosys count / after routing / synth area share (%)
XOR/XNOR: 6 / 6 / 7.76
AND/OR/NAND/NOR: 14 / 14 / 11.8
flip-flops: 13 / 13 / 50.3
adder cells (fa/ha/maj): 1 / 1 / 1.85
buffers and inverters: 27 / 43 / 28.3
==> routing by layer <==
| metal | part of all wire [%] | up-vias |
|---|---|---|
| li1 | - | 203 |
| met1 | 35 | 194 |
| met2 | 48 | 22 |
| met3 | 17 | 2 |
| met4 | 0.56 | 0 |
| met5 | 0 | - |
==> area by class of cell <==
type / count / area share [%]
clock buffers: 4 / 4.65
inverters: 3 / 1.16
multi-input cells: 21 / 15.0
flip-flops and latches: 13 / 35.1
repair buffers: 36 / 37.2
well taps: 54 / 6.97
==> report_power, final <==
part	switching, W	total [W]	internal, W
clock network	0.0000670	0.000183	0.000116
logic	0.0000610	0.000454	0.000393
registers	0.000110	0.000433	0.000323
total	0.000238	0.00107	0.000832
==> layout by cell type, fill, tap and decap left out <==
cell,instances
sky130_fd_sc_hd__clkbuf_1,1
sky130_fd_sc_hd__nand2_1,3
sky130_fd_sc_hd__nor2_1,3
sky130_fd_sc_hd__nand2b_1,2
sky130_fd_sc_hd__nor2b_1,1
sky130_fd_sc_hd__xnor2_1,2
sky130_fd_sc_hd__xor2_1,4
sky130_fd_sc_hd__and3_1,1
sky130_fd_sc_hd__clkdlybuf4s50_1,36
sky130_fd_sc_hd__nand3_1,1
sky130_fd_sc_hd__clkbuf_8,3
sky130_fd_sc_hd__inv_1,3
sky130_fd_sc_hd__nand3_2,1
sky130_fd_sc_hd__edfxtp_1,8
sky130_fd_sc_hd__and3_2,1
sky130_fd_sc_hd__ha_1,1
sky130_fd_sc_hd__nor3_2,1
sky130_fd_sc_hd__dfxtp_1,5
Power figures rest on the tool's default switching activity, not on a simulated workload.
